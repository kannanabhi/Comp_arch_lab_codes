[flow/config.mk]
export PLATFORM = sky130hd
export DESIGN_NAME = RegFile_32
export DESIGN_NICKNAME = RegFile_32
export VERILOG_FILES = /design/flow/design.v
export SDC_FILE = /design/flow/constraint.sdc
export NUM_CORES = 4
export LEC_CHECK = 1
export CORE_UTILIZATION = 50
[flow/constraint.sdc]
current_design RegFile_32

set clk_period 15.5
set clk_io_pct 0.2

create_clock -name clk0 -period $clk_period

set non_clock_inputs [all_inputs -no_clocks]
set_input_delay [expr $clk_period * $clk_io_pct] -clock clk0 $non_clock_inputs
set_output_delay [expr $clk_period * $clk_io_pct] -clock clk0 [all_outputs]
[flow/design.v]
module RegFile_32(ReadData1, ReadData2, Clock, Reset, RegWrite, ReadReg1, ReadReg2, WriteRegNo, WriteData);
    input Clock, Reset, RegWrite;
    input [4:0] ReadReg1, ReadReg2, WriteRegNo;
    input [31:0]  WriteData;
    output  [31:0]  ReadData1, ReadData2;
    wire  [31:0]  Data0, Data1, Data2, Data3, Data4, Data5, Data6, Data7, Data8, Data9, Data10, Data11, Data12, Data13, Data14, Data15, Data16, Data17, Data18, Data19, Data20, Data21, Data22, Data23, Data24, Data25, Data26, Data27, Data28, Data29, Data30, Data31;
    wire  [31:0] Decode;
    wire  [31:0]c;
    genvar  j;
    decoder5to32 dec(Decode, WriteRegNo);
    generate
        for(j = 0; j < 32; j = j + 1) begin:  and_loop
        and g(c[j], RegWrite, Decode[j], Clock);
        end
    endgenerate
    bit32_reg r0(Data0, WriteData, c[0], Reset);
    bit32_reg r1(Data1, WriteData, c[1], Reset);
    bit32_reg r2(Data2, WriteData, c[2], Reset);
    bit32_reg r3(Data3, WriteData, c[3], Reset);
    bit32_reg r4(Data4, WriteData, c[4], Reset);
    bit32_reg r5(Data5, WriteData, c[5], Reset);
    bit32_reg r6(Data6, WriteData, c[6], Reset);
    bit32_reg r7(Data7, WriteData, c[7], Reset);
    bit32_reg r8(Data8, WriteData, c[8], Reset);
    bit32_reg r9(Data9, WriteData, c[9], Reset);
    bit32_reg r10(Data10, WriteData, c[10], Reset);
    bit32_reg r11(Data11, WriteData, c[11], Reset);
    bit32_reg r12(Data12, WriteData, c[12], Reset);
    bit32_reg r13(Data13, WriteData, c[13], Reset);
    bit32_reg r14(Data14, WriteData, c[14], Reset);
    bit32_reg r15(Data15, WriteData, c[15], Reset);
    bit32_reg r16(Data16, WriteData, c[16], Reset);
    bit32_reg r17(Data17, WriteData, c[17], Reset);
    bit32_reg r18(Data18, WriteData, c[18], Reset);
    bit32_reg r19(Data19, WriteData, c[19], Reset);
    bit32_reg r20(Data20, WriteData, c[20], Reset);
    bit32_reg r21(Data21, WriteData, c[21], Reset);
    bit32_reg r22(Data22, WriteData, c[22], Reset);
    bit32_reg r23(Data23, WriteData, c[23], Reset);
    bit32_reg r24(Data24, WriteData, c[24], Reset);
    bit32_reg r25(Data25, WriteData, c[25], Reset);
    bit32_reg r26(Data26, WriteData, c[26], Reset);
    bit32_reg r27(Data27, WriteData, c[27], Reset);
    bit32_reg r28(Data28, WriteData, c[28], Reset);
    bit32_reg r29(Data29, WriteData, c[29], Reset);
    bit32_reg r30(Data30, WriteData, c[30], Reset);
    bit32_reg r31(Data31, WriteData, c[31], Reset);
    mux32to1 m0(ReadData1, Data0, Data1, Data2, Data3, Data4, Data5, Data6, Data7, Data8, Data9, Data10, Data11, Data12, Data13, Data14, Data15, Data16, Data17, Data18, Data19, Data20, Data21, Data22, Data23, Data24, Data25, Data26, Data27, Data28, Data29, Data30, Data31, ReadReg1);
    mux32to1 m1(ReadData2, Data0, Data1, Data2, Data3, Data4, Data5, Data6, Data7, Data8, Data9, Data10, Data11, Data12, Data13, Data14, Data15, Data16, Data17, Data18, Data19, Data20, Data21, Data22, Data23, Data24, Data25, Data26, Data27, Data28, Data29, Data30, Data31, ReadReg2);
endmodule
module bit32_reg(q,d,clk,reset);
    parameter n=32;
    input [n-1:0] d;
    input clk,reset;
    output [n-1:0]q;
    genvar j;
    generate
    for(j=0;j<n;j=j+1)
        begin:dffloop
            d_ff_async dff(q[j],d[j],clk,reset);
        end
    endgenerate
endmodule
module d_ff_async(q,d,clk,reset);
    input d,clk,reset;
    output q;
    reg q;
    always@(posedge clk or negedge reset)
    begin
        if(!reset)
            q<=1'b0;
        else 
            q<=d;
    end
endmodule
module decoder5to32(Out,In);
    input [4:0]In;
    output [31:0]Out;
    assign  Out[0] = (~In[4] & ~In[3] & ~In[2] & ~In[1] & ~In[0]),
            Out[1] = (~In[4] & ~In[3] & ~In[2] & ~In[1] & In[0]),
            Out[2] = (~In[4] & ~In[3] & ~In[2] & In[1] & ~In[0]),
            Out[3] = (~In[4] & ~In[3] & ~In[2] & In[1] & In[0]),
            Out[4] = (~In[4] & ~In[3] & In[2] & ~In[1] & ~In[0]),
            Out[5] = (~In[4] & ~In[3] & In[2] & ~In[1] & In[0]),
            Out[6] = (~In[4] & ~In[3] & In[2] & In[1] & ~In[0]),
            Out[7] = (~In[4] & ~In[3] & In[2] & In[1] & In[0]),
            Out[8] = (~In[4] & In[3] & ~In[2] & ~In[1] & ~In[0]),
            Out[9] = (~In[4] & In[3] & ~In[2] & ~In[1] & In[0]),
            Out[10] = (~In[4] & In[3] & ~In[2] & In[1] & ~In[0]),
            Out[11] = (~In[4] & In[3] & ~In[2] & In[1] & In[0]),
            Out[12] = (~In[4] & In[3] & In[2] & ~In[1] & ~In[0]),
            Out[13] = (~In[4] & In[3] & In[2] & ~In[1] & In[0]),
            Out[14] = (~In[4] & In[3] & In[2] & In[1] & ~In[0]),
            Out[15] = (~In[4] & In[3] & In[2] & In[1] & In[0]),
            Out[16] = (In[4] & ~In[3] & ~In[2] & ~In[1] & ~In[0]),
            Out[17] = (In[4] & ~In[3] & ~In[2] & ~In[1] & In[0]),
            Out[18] = (In[4] & ~In[3] & ~In[2] & In[1] & ~In[0]),
            Out[19] = (In[4] & ~In[3] & ~In[2] & In[1] & In[0]),
            Out[20] = (In[4] & ~In[3] & In[2] & ~In[1] & ~In[0]),
            Out[21] = (In[4] & ~In[3] & In[2] & ~In[1] & In[0]),
            Out[22] = (In[4] & ~In[3] & In[2] & In[1] & ~In[0]),
            Out[23] = (In[4] & ~In[3] & In[2] & In[1] & In[0]),
            Out[24] = (In[4] & In[3] & ~In[2] & ~In[1] & ~In[0]),
            Out[25] = (In[4] & In[3] & ~In[2] & ~In[1] & In[0]),
            Out[26] = (In[4] & In[3] & ~In[2] & In[1] & ~In[0]),
            Out[27] = (In[4] & In[3] & ~In[2] & In[1] & In[0]),
            Out[28] = (In[4] & In[3] & In[2] & ~In[1] & ~In[0]),
            Out[29] = (In[4] & In[3] & In[2] & ~In[1] & In[0]),
            Out[30] = (In[4] & In[3] & In[2] & In[1] & ~In[0]),
            Out[31] = (In[4] & In[3] & In[2] & In[1] & In[0]);
endmodule
module mux32to1(Out, Data00, Data01, Data02, Data03, Data04, Data05, Data06, Data07, Data08, Data09, Data10, Data11, Data12, Data13, Data14, Data15, Data16, Data17, Data18, Data19, Data20, Data21, Data22, Data23, Data24, Data25, Data26, Data27, Data28, Data29, Data30, Data31, ReadReg1);
    input  [31:0]Data00, Data01, Data02, Data03, Data04, Data05, Data06, Data07, Data08, Data09, Data10, Data11, Data12, Data13, Data14, Data15, Data16, Data17, Data18, Data19, Data20, Data21, Data22, Data23, Data24, Data25, Data26, Data27, Data28, Data29, Data30, Data31;
    input [4:0]ReadReg1; 
    output [31:0]Out;
    reg [31:0]Out;
always @ (Data00 or Data01 or Data02 or Data03 or Data04 or Data05 or Data06 or Data07 or Data08 or Data09 or Data10 or Data11 or Data12 or Data13 or Data14 or Data15 or Data16 or Data17 or Data18 or Data19 or Data20 or Data21 or Data22 or Data23 or Data24 or Data25 or Data26 or Data27 or Data28 or Data29 or Data30 or Data31 or ReadReg1)
    case  (ReadReg1)
      5'b00000:  Out = Data00;
      5'b00001:  Out = Data01;
      5'b00010:  Out = Data02;
      5'b00011:  Out = Data03;
      5'b00100:  Out = Data04;
      5'b00101:  Out = Data05;
      5'b00110:  Out = Data06;
      5'b00111:  Out = Data07;
      5'b01000:  Out = Data08;
      5'b01001:  Out = Data09;
      5'b01010:  Out = Data10;
      5'b01011:  Out = Data11;
      5'b01100:  Out = Data12;
      5'b01101:  Out = Data13;
      5'b01110:  Out = Data14;
      5'b01111:  Out = Data15;
      5'b10000:  Out = Data16;
      5'b10001:  Out = Data17;
      5'b10010:  Out = Data18;
      5'b10011:  Out = Data19;
      5'b10100:  Out = Data20;
      5'b10101:  Out = Data21;
      5'b10110:  Out = Data22;
      5'b10111:  Out = Data23;
      5'b11000:  Out = Data24;
      5'b11001:  Out = Data25;
      5'b11010:  Out = Data26;
      5'b11011:  Out = Data27;
      5'b11100:  Out = Data28;
      5'b11101:  Out = Data29;
      5'b11110:  Out = Data30;
      5'b11111:  Out = Data31;
    endcase
endmodule
[flow/run.sh]
#!/bin/bash
# OpenROAD 26Q1-2900-gdf79404cd8, Yosys 0.63+post, stock flow scripts
make -C /OpenROAD-flow-scripts/flow DESIGN_CONFIG=/design/flow/config.mk WORK_HOME=/design/flow/orfs finish
==> flow_summary.toml <==
# implementation run metrics
[routing]
via_per_inst = 8.26
drt_iter0_drc = 4422
first_pass_iters = 12
postRouteAntennaNets = 0
wl_per_cell_um = 52.2
wl_mm = 226
drc = 0
num_vias = 35700

[logic_synthesis]
yosys.area.top_type = "dfrtp_1"
yosys-top-cells-count = "dfrtp_1, a22oi_1, nand2_1"
synth.cell_area_mm2 = 0.0393
edf_count = 0
yosys_warnings = 2
ys_chip_area_mm2 = 0.0393
ys_seq_share_pct = 65.3
synth_dominant_cell_count = "dfrtp_1"
ys_async_sr_fraction_pct = 100
ff_type = "dfrtp_1"
synth.area.top_cells = "dfrtp_1, a22oi_1, nand2_1"
synthCells = 3149
syn_area_per_cell_um2 = 12.5
netlist.area_leader.share_pct = 65.3
ys_cells = 3149
ys.flops = 1024
synth_cell_type_count = 65

[cells_and_area]
syn_to_final_growth_pct = 8.58
final_area_mm2 = 0.0426
fillers = 6501
final_core_util_pct = 54.9
drive_gt1_share_pct = 10.2

[final_timing]
relSlewSlack_pct = 17.6
period_used_pct = 70.4
untimed_endpoints = 1024
hold_viol = 0
tightest_slew_ps = 1240
slew_violations = 0
setup_viol = 0
final.min_clock_period_ps = 10920
finalSetupTns_ps = 0
max_freq_ghz = 0.0916
unclocked_regs = 1024
rsz0062_at_grt = "false"

[power_and_ir_drop]
p_leak_nw = 17.3
intPower_mw = 0.171
powerDensity_mw_per_mm2 = 12.0
p_sw_mw = 0.343
ir_drop_mv = 0.0225
power_switching_share_pct = 66.8
finalPower_mw = 0.513

[status]
status = "finished, final reports clean"

[worst_setup_path]
required_ps = 12400
crit_arrival_ps = 7820
crit_path_max_fanout = 28
end_kind = "output port"
critPathKind = "in -> out"
cp-start-kind = "primary input"

[placed_design]
place_hpwl_mm = 133
port_buffers = 114
gp_congestion = 1.12
placed_area_mm2 = 0.0425

[clock_network]
ctsHoldBuffers = 0
post_cts_resized = 0
post_cts_buffers = 0

[hold_path]
min_from = "ReadReg2[1]"
hp-class = "in -> out"
hold_path_depth = 5
hold_path_end = "ReadData2[4]"

[global_routing]
gr-total-overflow = 0
grt_pass1_wl_mm = 304
grt_max_degree = 152
grt_pass1_vias = 35800
antenna_found_initial = 29
grt_usage_pct = 61.4

[die]
io_pins = 114
fp.dieH_um = 282
die_area_mm2 = 0.0797
fp-row-count = 102
fp_util_pct = 50.6
die_w_um = 282
design.core.area_mm2 = 0.0776

[job]
drv_cap = 0
tool_warnings = 42
cells in the final DEF (no fill, tap or decap), drive strengths merged, types with 4 or more instances in the layout:
master and instances:
a2111oi 14, a211oi 5, a22o 48, diode 52
or3 7, nand3b 11, a221o 9, clkdlybuf4s50 106
and4 13, a222oi 24, a32o 4, o31ai 6
dfrtp 1024, a31oi 25, or3b 6, nand2 211
a22oi 758, nand4 103, mux2i 32, nor2 214
inv 6, a221oi 33, o22a 5, nor4 28
mux2 8, nand2b 9, a2bb2oi 5, o32a 6
and3 4, nand3 55, buf 211, nor3 50
and2 9, a32oi 20, a21oi 80, nor2b 16
or2 5, o21ai 33, nor3b 5
metal layers:
layer  share of wire, %  GRT usage, %
met5               0.51          15.9
met1                 31          67.6
met2                 39          75.2
met3                 21          53.4
met4                9.5          42.6
critical path, cell delays in order:
cell             delay [ps]
clkdlybuf4s50_1         460
buf_4                   440
nand2b_1                590
nor2_4                 1090
buf_4                   550
a22oi_1                 160
nand2_1                 110
nor4_1                   50
a21oi_1                 620
clkdlybuf4s50_1         610
worst max path at each step:
stage / from / endpoint / slack, ps / depth (start not counted)
after CTS: ReadReg1[1] / ReadData1[6] / 4980 / 10
after global routing: ReadReg1[1] / ReadData1[5] / 4800 / 10
final: ReadReg1[1] / ReadData1[5] / 4580 / 10
per-stage QoR:
stage	instances	hold slack [ps]	setup WS [ps]
4_1_cts	4272	7190	4980
3_5_place_dp	4272	7190	4990
5_1_grt	4287	7240	4800
2_1_floorplan	3149	6650	7910
3_3_place_gp	4272	7180	4960
6_report	4324	7200	4580
area by class of cell:
| type | count | area, µm² | area share, % |
|---|---|---|---|
| timing repair buffer | 317 | 2650 | 6.21 |
| inverter | 7 | 26.3 | 0.0616 |
| antenna | 52 | 130 | 0.305 |
| multi-input combinational | 1884 | 12900 | 30.3 |
| sequential | 1024 | 25600 | 60.1 |
| tap | 1040 | 1300 | 3.05 |
cell families (layout without fill, tap and decap cells):
| kind of cell | after synthesis | after routing | share of synthesized area (%) |
|---|---|---|---|
| compound gates | 1092 | 1092 | 20.8 |
| buf+inv | 241 | 324 | 3.43 |
| flops | 1024 | 1024 | 65.3 |
| mux | 40 | 40 | 1.05 |
| other cells | 0 | 52 | 0 |
| simple gates | 752 | 752 | 9.49 |
