### flow/design.v
module decoder3to8_gate(out,x,y,z);
    input x,y,z;
    output [7:0]out;
    wire x1,y1,z1;
    not n1(x1,x);
    not n2(y1,y);
    not n3(z1,z);
    and a1(out[0],z1,x1,y1);
    and a2(out[1],z,x1,y1);
    and a3(out[2],z1,x1,y);
    and a4(out[3],z,x1,y);
    and a5(out[4],z1,x,y1);
    and a6(out[5],z,x,y1);
    and a7(out[6],z1,x,y);
    and a8(out[7],z,x,y);
endmodule
module fadder_df(sum,carry,x,y,z);
    input x,y,z;
    wire [7:0]in;
    output sum,carry;
    decoder3to8_gate dec(in,x,y,z);
    assign sum=in[1]|in[2]|in[4]|in[7] ,
           carry=in[3]|in[5]|in[6]|in[7];
endmodule
module alu(result,carryout,a,b,binvert,carryin,operation);
    input [31:0]a,b;
    input binvert,carryin;
    input [1:0] operation;
    output carryout;
    output [31:0]result;
    wire [31:0] Not_b,Wand,Wor,Wmux,Wadd;
    bit32not bnot(Not_b,b);
    bit32and band(Wand,a,b);
    bit32or bor(Wor,a,b);
    bit32_2to1mux mux1(Wmux,binvert,b,Not_b);
    bit32_fadder fadd(Wadd,carryout,binvert,a,Wmux);
    bit32_4to1mux mux2(result,Wand,Wor,Wadd,32'h00000000,operation);
endmodule
module bit32_2to1mux(out,sel,in1,in2);
    input [31:0]in1,in2;
    input sel;
    output [31:0]out;
    genvar j;
    generate
        for(j=0;j<32;j=j+1)
            begin:muxloop
                mux2to1 m1(out[j],sel,in1[j],in2[j]);
            end
    endgenerate
endmodule
module bit32_4to1mux(out,in1,in2,in3,in4,sel);
    input [31:0]in1,in2,in3,in4;
    input [1:0]sel;
    output [31:0]out;
    genvar j;
    generate
    for(j=0;j<32;j=j+1)
        begin:muxloop
            mux4to1 m1(out[j],in1[j],in2[j],in3[j],in4[j],sel[0],sel[1]);
    end 
    endgenerate
endmodule
module bit32_fadder(out,cout,cin,in1,in2);
    input [31:0]in1,in2;
    input cin;
    output cout;
    output [31:0]out;
    wire [30:0] carryout;
    fadder_df fadd0(out[0],carryout[0],cin,in1[0],in2[0]);
    genvar j;
    generate
    for(j=1;j<31;j=j+1)
        begin:faddloop
            fadder_df fadd(out[j],carryout[j],carryout[j-1],in1[j],in2[j]);
        end 
    endgenerate
    fadder_df fadd1(out[31],cout,carryout[30],in1[31],in2[31]);
endmodule
module bit32and(out,in1,in2);
    input [31:0]in1,in2;
    output [31:0]out;
    assign {out}=in1&in2;
endmodule
module bit32not(not_a,a);
    input [31:0] a;
    output [31:0] not_a;
    assign not_a=~a;
endmodule
module bit32or(out,in1,in2);
    input [31:0]in1,in2;
    output [31:0]out;
    assign {out}=in1|in2;
endmodule
module mux2to1(out,sel,A,B);
    input A,B,sel;
    output out;
    wire sel1,outA,outB;
    not n1(sel1,sel);
    and a1(outA,A,sel1);
    and a2(outB,B,sel);
    or or1(out,outA,outB);
endmodule
module mux4to1(out,in1,in2,in3,in4,sel1,sel2);
    output out;
    input in1,in2,in3,in4,sel1,sel2;
    wire not_sel1,not_sel2,outA,outB,outC,outD;
    not n1(not_sel1,sel1),
        n2(not_sel2,sel2);
    and a1(outA,in1,not_sel1,not_sel2),
        a2(outB,in2,sel1,not_sel2),
        a3(outC,in3,not_sel1,sel2),
        a4(outD,in4,sel1,sel2);
    or or1(out,outA,outB,outC,outD);
endmodule
### flow/run.sh
#!/bin/bash
# OpenROAD 26Q1-2900-gdf79404cd8, Yosys 0.63+post, stock flow scripts
make -C /OpenROAD-flow-scripts/flow DESIGN_CONFIG=/design/flow/config.mk WORK_HOME=/design/flow/orfs finish
### flow/config.mk
export PLATFORM = sky130hd
export DESIGN_NAME = alu
export DESIGN_NICKNAME = alu
export VERILOG_FILES = /design/flow/design.v
export SDC_FILE = /design/flow/constraint.sdc
export NUM_CORES = 4
export LEC_CHECK = 1
export CORE_AREA = 10 10 114 114
export DIE_AREA = 0 0 124 124
### flow/constraint.sdc
current_design alu

set clk_period 23.6
set clk_io_pct 0.2

create_clock -name clk0 -period $clk_period

set non_clock_inputs [all_inputs -no_clocks]
set_input_delay [expr $clk_period * $clk_io_pct] -clock clk0 $non_clock_inputs
set_output_delay [expr $clk_period * $clk_io_pct] -clock clk0 [all_outputs]
==> results.cfg <==
; physical design summary
[power_and_ir_drop]
p_per_area_nw_per_um2 = 27.8
pwr-share-seq_pct = 0
p_sw_share_pct = 51.5
vdd_drop_max_uv = 14.1
intPower_w = 0.0000694
p_clk_share_pct = 0
p_sw_w = 0.0000737
report.power.total_w = 0.000143
combPwrFrac_pct = 100.0
p_leak_nw = 1.88

[global_routing]
grt_usage_pct = 14.3
grt_pass1_vias = 3984
grt.overflow.total = 0
grt_max_degree = 73
antenna_found_initial = 0
grt_pass1_wl_um = 18900

[critical_path]
cp_max_fo = 46
critPathKind = input port to output port
crit_top_cell = a31oi_1
endpoint_kind = output port
crit_family = AND-OR/OR-AND gates
crit_buf_inv = 3
max_stage_delay_ns = 0.61
startpoint_type = input port
crit_required_ns = 18.88
cp.arrival_ns = 13.26
cpMaxStageDelayCell = buf_2

[placed_design]
hpwl_um = 8820
port_buffers = 100
post-place-cells = 886
gp_congestion = 0.857

[synthesis]
avgSynthCellArea_um2 = 5.97
synth.area.top_cells = a21oi_1 (8.7%), xnor2_1 (8.6%), nor2_1 (7.1%), nand2_1 (6.1%), buf_4 (5.5%)
postSynthSeqShare_pct = 0
yosys_cells = 748
syn-cell-area_um2 = 4470
synthTopCellsByCount = nor2_1 (85), a21oi_1 (78), nand2_1 (73)
largest_area_cell = a21oi_1
most_common_cell = nor2_1
ys_area_um2 = 4470
ys_types = 82
syn_inst = 748
synth.top_cell.area_share_pct = 8.73
yosysWarnings = 0

[finish]
seqCellArea_um2 = 0
clkbuf_count = 0
final_util_pct = 49.4
ff_count = 0
fillCellCount = 1051
final_layout_size_suffix_gt1_share_pct = 4.93
area_growth_syn_to_layout_pct = 15.1
layout.cells.non_filler = 886

[job]
drv_cap = 0
warnings = 34

[final_timing]
rsz0062_at_grt = no
max-slew-margin-rel_pct = 46.9
finalSetupTns_ns = 0
layout_min_cycle_time_ns = 17.98
slew_violations = 0
finalSetupViolCount = 0
tightest_slew_ns = 0.797
hold_violations = 0
max_freq_mhz = 55.6
finalClockPeriodUsage_pct = 76.2

[die]
rows = 37
fp-utilization_pct = 42.9
dieArea_um2 = 15400
die_x_um = 124
core_um2 = 10400
fp.dieH_um = 124
io_pins = 101

[drt]
ant_nets = 0
antennaDiodeCount = 0
via_per_inst = 5.52
drcViolationCount = 0
finalWirelength_um = 11800
wl_per_cell_um = 13.3
drt_iter0_drc = 243
first_pass_iters = 4
via_count = 4887

[clock_network]
hold_buffers = 0
cts_resized = 0
cts_setup_buffers = 0

[min_path]
hp-class = input port to output port

[status]
status = completed
-- per-layer routing --
| layer | share of wire (%) | global-route usage (%) |
|---|---|---|
| met5 | 0 | 0 |
| met4 | 0.14 | 0.288 |
| met3 | 5.8 | 1.38 |
| met2 | 47 | 24.5 |
| met1 | 47 | 20.2 |
-- worst paths after layout --
kind              slack [ns]  depth (start not counted)         end          from
setup / recovery        5.62                         29  result[29]       binvert
hold / removal         10.42                          3  result[23]  operation[1]
-- power by group through the flow --
stage / combinational (W) / clock, W / sequential (W)
4_1_cts: 0.000145 / 0 / 0
5_1_grt: 0.000160 / 0 / 0
6_report: 0.000143 / 0 / 0
-- stage by stage --
step / area, um^2 / setup slack (ns) / hold slack (ns)
2_1_floorplan: 4470 / 5.90 / 9.55
3_3_place_gp: 5140 / 5.73 / 10.41
3_5_place_dp: 5140 / 5.61 / 10.43
4_1_cts: 5140 / 5.59 / 10.43
5_1_grt: 5140 / 5.04 / 10.49
6_report: 5140 / 5.62 / 10.42
-- final cells by class --
class | instances | area (um^2) | share of cell area (%)
multi-input combinational | 614 | 3840 | 74.6
inverter | 32 | 120 | 2.34
tap | 136 | 170 | 3.31
timing repair buffer | 104 | 1020 | 19.8
-- cells in the final DEF, fill, tap and decap left out, drive strengths merged, types with 5 or more instances in the layout --
master         synthesis  routed
clkdlybuf4s50          0      97
nor2                  85      85
a21oi                 81      81
nand2                 73      73
o21ai                 50      50
xnor2                 45      45
inv                   31      31
nand3                 31      31
o22ai                 26      26
xor2                  24      24
nor3                  24      24
a31oi                 18      18
o21a                  14      14
a211oi                14      14
and3                  12      12
nand2b                12      12
mux2i                 12      12
nor2b                  9       9
buf                   49       7
maj3                   6       6
nand3b                 5       5
o211ai                 5       5
o31ai                  5       5
-- logic make-up (layout without fill, tap and decap cells) --
family	after synthesis	after routing	share of synthesized area, %
buffers and inverters	134	136	14.1
and+or+nand+nor	273	273	28.6
muxes	15	15	3.44
adders and majority gates	9	9	2.46
xor gates and xnor gates	69	69	13.7
AOI/OAI and AO/OA	248	248	37.7
Power is estimated from default activity; no workload was simulated.
